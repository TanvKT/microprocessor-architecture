==> flow/run.sh <==
#!/bin/bash
# OpenROAD 26Q1-2900-gdf79404cd8, Yosys 0.63+post, stock flow scripts
make -C /OpenROAD-flow-scripts/flow DESIGN_CONFIG=/design/flow/config.mk WORK_HOME=/design/flow/orfs finish
==> flow/config.mk <==
export PLATFORM = sky130hd
export DESIGN_NAME = ex
export DESIGN_NICKNAME = ex
export VERILOG_FILES = /design/flow/design.v
export SDC_FILE = /design/flow/constraint.sdc
export NUM_CORES = 4
export LEC_CHECK = 1
export CORE_UTILIZATION = 30
==> flow/constraint.sdc <==
current_design ex

set clk_period 20.2
set clk_io_pct 0.2

create_clock -name clk0 -period $clk_period [get_ports {i_clk}]

set non_clock_inputs [all_inputs -no_clocks]
set_input_delay [expr $clk_period * $clk_io_pct] -clock clk0 $non_clock_inputs
set_output_delay [expr $clk_period * $clk_io_pct] -clock clk0 [all_outputs]
==> flow/design.v <==
`default_nettype none
module alu (
    input  wire [ 2:0] i_opsel,
    input  wire        i_sub,
    input  wire        i_unsigned,
    input  wire        i_arith,
    input  wire        i_pass,
    input  wire        i_mem,
    input  wire        i_auipc,
    input  wire [31:0] i_op1,
    input  wire [31:0] i_op2,
    output wire [31:0] o_result,
    output wire        o_eq,
    output wire        o_slt
);
    wire [2:0]         a_opsel;
    wire [31:0]        l_shft;
    wire [31:0]        r_shft;
    wire [31:0]        l_result;
    l_shifter u_lft(.i_op1(i_op1), .i_op2(i_op2[4:0]), .o_res(l_shft));
    r_shifter u_rht(.i_op1(i_op1), .i_op2(i_op2[4:0]), .i_arith(i_arith), .o_res(r_shft));     
    assign a_opsel     = (i_mem | i_auipc) ? 3'b000  : i_opsel;
    assign l_result =  (a_opsel == 3'b000) ? ((i_sub) ? i_op1 - i_op2 : i_op1 + i_op2) :    
                       (a_opsel == 3'b001) ? l_shft :
                       ((a_opsel == 3'b010) | (a_opsel == 3'b011)) ? {{31{1'b0}}, o_slt} :
                       (a_opsel == 3'b100) ? (i_op1 ^ i_op2) :
                       (a_opsel == 3'b101) ? r_shft :
                       (a_opsel == 3'b110) ? (i_op1 | i_op2) :
                       (a_opsel == 3'b111) ? (i_op1 & i_op2) :
                       32'b0;
    assign o_eq         = i_op1 == i_op2;
    assign o_slt        = (i_unsigned) ? i_op1 < i_op2 : $signed(i_op1) < $signed(i_op2);
    assign o_result     = (i_pass) ? i_op2 : l_result;
endmodule
module l_shifter(
    input wire  [31:0]   i_op1,
    input wire  [4:0]    i_op2,
    output wire [31:0]   o_res
);
wire [31:0] res [31:0];
assign res[0] = i_op1;
genvar i;
generate 
    for (i = 1; i < 32; i = i+1) begin
        assign res[i] = i_op1 << i;
    end
endgenerate
assign o_res = res[i_op2];
endmodule
module r_shifter(
    input wire  [31:0]   i_op1,
    input wire  [4:0]    i_op2,
    input wire           i_arith,
    output wire [31:0]   o_res
);
wire [31:0] res [31:0];
assign res[0] = i_op1;
genvar i;
generate
    for (i = 1; i < 32; i = i+1) begin
        assign res[i] = (i_arith) ? (({32{i_op1[31]}} << (6'd32 - i)) | (i_op1 >> i)) : i_op1 >> i;
    end
endgenerate
assign o_res = res[i_op2];
endmodule
`default_nettype wire
module ex
(
    input  wire         i_clk,
    input  wire         i_rst,
    input  wire         i_vld,
    input  wire         i_auipc,
    input  wire         i_imm,
    input  wire         i_jal,
    input  wire         i_jalr,
    input  wire         i_arith,
    input  wire         i_mem_reg,
    input  wire         i_mem_read,
    input  wire         i_mem_write,
    input  wire [31:0]  i_pc,
    input  wire [31:0]  i_rs1_rdata,
    input  wire [31:0]  i_rs2_rdata,
    input  wire [31:0]  i_immediate,
    input  wire [2:0]   i_opsel,
    input  wire [4:0]   i_rd_waddr,
    input  wire         i_rd_wen,
    input  wire         i_branch,
    input  wire         i_sub,
    input  wire         i_unsigned,
    input  wire         i_pass,
    input  wire         i_mem,
    input  wire         i_break,
    input wire [31:0]      i_inst,
    input wire [4:0]       i_rs1_raddr,
    input wire [4:0]       i_rs2_raddr,
    input wire [31:0]      i_nxt_pc,
    input wire          i_inst_busy,
    input wire          i_data_busy,
    output wire [2:0]   o_opsel,
    output wire         o_slt,
    output wire         o_eq,
    output wire [31:0]  o_res,
    output wire [31:0]  o_res_ff,
    output wire [4:0]   o_rd_waddr,
    output wire         o_rd_wen,
    output wire         o_mem_reg,
    output wire         o_mem_read,
    output wire         o_mem_write,
    output wire [31:0]  o_dmem_addr,
    output wire [31:0]  o_dmem_wdata,
    output wire         o_vld,
    output wire [31:0]  o_inst,
    output wire [4:0]   o_rs1_raddr,
    output wire [4:0]   o_rs2_raddr,
    output wire [31:0]  o_rs1_rdata,
    output wire [31:0]  o_rs2_rdata,
    output wire [31:0]  o_pc,
    output wire [31:0]  o_nxt_pc,
    output wire         o_break
);
    wire    [31:0] res;
    wire           slt;
    wire           eq;
    reg [31:0]   res_ff;
    reg          mem_write_ff;
    reg [2:0]    opsel_ff;
    reg          mem_reg_ff;
    reg          mem_read_ff;
    reg [4:0]    rd_waddr_ff;
    reg          rd_wen_ff;
    reg          vld_ff;
    reg [31:0]   inst_ff;
    reg [4:0]    rs1_raddr_ff;
    reg [4:0]    rs2_raddr_ff;
    reg [31:0]   rs1_rdata_ff;
    reg [31:0]   rs2_rdata_ff;
    reg [31:0]   pc_ff;
    reg [31:0]   nxt_pc_ff;
    reg          break_ff;
    reg          inst_busy_ff;
    alu  alu( .i_opsel(i_opsel), 
                .i_sub(i_sub), 
                .i_unsigned(i_unsigned), 
                .i_arith(i_arith), 
                .i_pass(i_pass), 
                .i_mem(i_mem), 
                .i_auipc(i_auipc),
                .i_op1(i_rs1_rdata), 
                .i_op2((i_mem | i_imm) ? i_immediate : i_rs2_rdata), 
                .o_result(res), 
                .o_eq(eq), 
                .o_slt(slt));
    always @(posedge i_clk) begin
        if (i_rst) begin
            vld_ff           <= 1'b0;
            mem_read_ff      <= 1'b0;
            mem_write_ff     <= 1'b0;
            opsel_ff         <= 3'b000;
            mem_reg_ff       <= 1'b0;
            rd_waddr_ff      <= 5'd0;
            res_ff           <= 32'd0;
            rd_wen_ff        <= 1'b1;
            inst_ff          <= 32'h00000033;
            rs1_raddr_ff     <= 5'd0;
            rs2_raddr_ff     <= 5'd0;
            rs1_rdata_ff     <= 32'd0;
            rs2_rdata_ff     <= 32'd0;
            pc_ff            <= 32'd0;
            nxt_pc_ff        <= 32'd0;
            break_ff         <= 1'b0;
        end
        else if (!i_data_busy) begin
            res_ff           <= res;
            mem_reg_ff       <= i_mem_reg;
            mem_read_ff      <= i_mem_read;
            mem_write_ff     <= i_mem_write;
            rd_waddr_ff      <= i_rd_waddr;
            rd_wen_ff        <= i_rd_wen;
            vld_ff           <= i_vld;
            inst_ff          <= i_inst;
            rs1_raddr_ff     <= i_rs1_raddr;
            rs2_raddr_ff     <= i_rs2_raddr;
            rs1_rdata_ff     <= i_rs1_rdata;
            rs2_rdata_ff     <= i_rs2_rdata;
            pc_ff            <= i_pc;
            nxt_pc_ff        <= i_nxt_pc;
            opsel_ff         <= i_opsel;
            break_ff         <= i_break;
        end
        inst_busy_ff         <= i_inst_busy;
    end
    assign o_res           = res;
    assign o_res_ff        = res_ff;
    assign o_mem_reg       = mem_reg_ff;
    assign o_mem_read      = mem_read_ff;
    assign o_mem_write     = mem_write_ff;
    assign o_dmem_addr     = res;
    assign o_dmem_wdata    = i_rs2_rdata;
    assign o_rd_waddr      = rd_waddr_ff;
    assign o_rd_wen        = rd_wen_ff;
    assign o_vld           = vld_ff;
    assign o_inst          = inst_ff;
    assign o_rs1_raddr     = rs1_raddr_ff;
    assign o_rs2_raddr     = rs2_raddr_ff;
    assign o_rs1_rdata     = rs1_rdata_ff;
    assign o_rs2_rdata     = rs2_rdata_ff;
    assign o_pc            = pc_ff;
    assign o_nxt_pc        = nxt_pc_ff;
    assign o_opsel         = opsel_ff;
    assign o_break         = break_ff;
    assign o_slt        = (!i_vld & !inst_busy_ff) ? 1'b0 : slt;
    assign o_eq         = (!i_vld & !inst_busy_ff) ? 1'b0 : eq;
endmodule
==> results_slide.txt <==
Physical Implementation Snapshot

Global route
  – Global-route wire length before repair: 199000 um
  – GRT Util Overall: between 30% and 40%
  – Gr ovfl total: 0
  – Initial antenna violation count: 9
  – Largest net degree at the start of global routing: 137
  – Vias in the first global route: 26214

Clock tree
  – H-tree Lvls: 1
  – Setup bufs post-CTS: 0
  – CTS tree: yes
  – Post-cts resize count: 0
  – Clock sink count: about 220
  – Clock Latency Late Sink: 0.54 ns
  – CTS Buffer Depth: 3
  – Hold buffers post-CTS: 0
  – Clock Pin Slew Worst Setup and Hold Paths: ~0.06 ns
  – Cts bufs inserted: 25
  – Root Buffer: clkbuf_16

Die
  – FP Util: between 30% and 40%
  – I/O Pins: 544
  – Core footprint: 0.0730 sq mm
  – Die Y: approximately 270 um
  – Cell Rows: between 90 and 100
  – Die area: 0.0749 sq mm
  – Die width: 274 um

Synthesis
  – Yosys synthesis chip area: around 0.022 sq mm
  – Top area cell types: dfxtp_1 (20%), mux2i_1 (9.2%), a22oi_1 (6.0%)
  – Post-Synth AOI/OAI Area: 33.8%
  – Main flop type: dfxtp_1
  – Synth warnings: 3
  – Top cell area share: 19.6%
  – Syn Area/Cell: 7.43 sq um
  – Post-synth seq share: between 10% and 20%
  – Synth flops: 217
  – Top cells by count, synth: nor2_1 (302), nand2_1 (273), dfxtp_1 (217), mux2i_1 (204), clkbuf_1 (186)
  – Synthesized area: 0.0221 sq mm
  – Simple share: 20.1%
  – Top logic family: AND-OR/OR-AND gates
  – Top-count cell post-synth: nor2_1
  – Adder Share, Synth: under 10%
  – Cells after synthesis: 2978
  – Leading area contributor after synthesis: dfxtp_1
  – Post-Synth XOR/XNOR Area: 1.54%
  – FFs w/ async S/R, synth: 0%
  – Post-synth EDFFs: 0
  – MUX share of area: 9.86%
  – # Cells Yosys: 2978
  – Cell Type Count: 115

Worst setup path
  – Worst r2r path cells: 2
  – Setup crit start kind: primary input
  – FF-to-FF Start: res_ff[24]
  – Required time of the critical path: 16.16 ns
  – R2R Path End: res_ff[24]
  – Worst-path maximum fanout: 36
  – CP Class: in2out
  – R2R Setup Slk: 19.35 ns
  – Arr. time, crit path: roughly 10 ns
  – Critical path endpoint category: primary output
  – Crit. Startpoint: i_rs2_rdata[4]
  – Setup crit end: o_res[12]

Power and ir drop
  – Pwr dens: 56.6 mW/mm^2
  – Maximum vdd drop: 0.0000634 V
  – P_leak: 10.9 nW

Place
  – Place WS: approximately 6.3 ns
  – IO Port Bufs: 540
  – Detailed Place HPWL: 96600 um
  – Placer Congestion: between 1 and 1.5

Route
  – Total wire length: 143000 um
  – First DRT Iteration DRCs: 4036
  – DRT antenna net count: 0
  – Drt via density: 6.58
  – Number of detailed-route iterations in the first pass: 9
  – DR vias: 28076
  – Routed len/inst: 33.5 um
  – Drt drc: 0

Min path
  – Hold depth: 2
  – HP Start: res_ff[2]
  – HP Class: reg2reg

Final timing
  – Worst-margin pin slew: 1.33 ns
  – Final slew viol count: 0
  – RSZ-0062 raised after global routing: no
  – Post-layout period usage: 70.8%
  – Slew HR: 11.5%
  – Setup violations, final: 0
  – Endpoints failing hold: 0
  – Setup TNS: 0 ns
  – FMAX: 70.0 MHz
  – Period minus WS final: approximately 14 ns
  – Final setup margin: just under 6 ns
  – Skew final: 0 ns

Cells and area
  – Fill cell count: around 7500
  – Share of cells above drive strength 1: between 8 and 9%
  – Area Growth Syn to Fin: 29.2%

Outcome
  – Status: finished clean

Flow run
  – Tool warning count: between 70 and 80
  – Maxcap violations: 0
==> registers in the layout, summed over array words and instances, names as in the netlist <==
register and cells:
break_ff 1, inst_busy_ff 1, inst_ff 32, mem_read_ff 1, mem_reg_ff 1, mem_write_ff 1
nxt_pc_ff 32, opsel_ff 3, pc_ff 32, rd_waddr_ff 5, rd_wen_ff 1, res_ff 32
rs1_raddr_ff 5, rs1_rdata_ff 32, rs2_raddr_ff 5, rs2_rdata_ff 32, vld_ff 1
==> worst min-delay path by stage <==
stage	to	slack [ns]
CTS	res_ff[2]	0.46
global route	res_ff[10]	0.48
finish	res_ff[2]	0.46
==> where the power goes <==
| part | internal, W | total (W) | leakage [nW] | switching [W] |
|---|---|---|---|---|
| registers | 0.000456 | 0.000471 | 1.79 | 0.0000150 |
| logic | 0.000283 | 0.000707 | 8.68 | 0.000424 |
| clock network | 0.000248 | 0.000439 | 0.383 | 0.000192 |
==> cells by family (layout without fill, tap and decap cells) <==
family,count (synthesis),in the layout
buffers and inverters,484,806
AND/OR/NAND/NOR,920,920
XOR/XNOR,39,39
multiplexers,216,216
adder cells (fa/ha/maj),82,82
flip-flops,217,217
other,0,5
AND-OR/OR-AND,1020,1020
==> layer usage <==
metal  GRT usage, %  share of wire, %
met1           47.9                38
met2           53.0                41
met3           16.3                14
met4           18.4               6.9
met5           2.82              0.19
==> area by class of cell <==
| class | count | area [sq um] | share of cell area, % |
|---|---|---|---|
| multi-input combinational | 2277 | 15600 | 54.5 |
| timing repair buffer | 666 | 6340 | 22.2 |
| sequential | 217 | 4340 | 15.2 |
| tap | 959 | 1200 | 4.19 |
| clock buffer | 38 | 724 | 2.53 |
| inverter | 95 | 357 | 1.25 |
| clock inverter | 7 | 52.6 | 0.184 |
| antenna | 5 | 12.5 | 0.0437 |
==> worst max-delay path, stage by stage <==
cell	delay (ns)
clkdlybuf4s50_1	0.45
buf_4	0.22
or3b_4	0.44
nand2_4	0.45
inv_2	0.34
buf_4	0.34
buf_4	0.34
nand2_1	0.62
o21bai_1	0.16
a221o_1	0.30
a2111oi_2	1.15
nor3_1	0.19
a2111oi_2	0.55
a21oi_1	0.20
clkdlybuf4s50_1	0.44
==> layout by cell type, fill, tap and decap left out, drive strengths merged, types with 14 or more instances in the layout <==
cell	netlist	final
o221ai	16	16
dfxtp	217	217
nand2	279	279
a22o	47	47
a31oi	37	37
and3	18	18
nand4	75	75
buf	203	133
o2111ai	21	21
o21a	17	17
nor3	58	58
nor2	306	306
clkdlybuf4s50	0	532
xnor2	34	34
nand2b	16	16
a21oi	172	172
o21ai	126	126
mux2i	206	206
inv	91	92
nor4	22	22
o31ai	14	14
a211oi	38	38
a32oi	17	17
a21o	20	20
a22oi	177	177
a2111oi	23	23
o211ai	22	22
nand3	66	66
clkbuf	186	39
o2bb2ai	20	20
o22ai	49	49
a221oi	86	86
ha	80	80
==> through the flow <==
| step | cells | hold slack [ns] | power [W] | instance area, sq um | utilization [%] |
|---|---|---|---|---|---|
| finish | 4264 | 0.460 | 0.00162 | 28600 | 39.2 |
| global route | 4262 | 0.482 | 0.00168 | 28600 | 39.2 |
| CTS | 4258 | 0.461 | 0.00160 | 28600 | 39.2 |
| detailed placement | 4213 | 0.452 | 0.00115 | 27800 | 38.1 |
| global placement | 4213 | 0.449 | 0.00116 | 27800 | 38.1 |
| floorplan | 2978 | 0.421 | 0.000829 | 22100 | - |
No activity file was given, so power comes from the tool's default toggle rates.
