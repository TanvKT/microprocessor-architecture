==> flow/design.v <==
`default_nettype none
module rf #(
    parameter BYPASS_EN = 0
) (
    input  wire        i_clk,
    input  wire        i_rst,
    input  wire [ 4:0] i_rs1_raddr,
    output wire [31:0] o_rs1_rdata,
    input  wire [ 4:0] i_rs2_raddr,
    output wire [31:0] o_rs2_rdata,
    input  wire        i_rd_wen,
    input  wire [ 4:0] i_rd_waddr,
    input  wire [31:0] i_rd_wdata
);
    wire        [31:0] ff_en;                
    wire        [31:0] ff_wr_data;           
    wire        [31:0] mem[31:0];            
    genvar i;
    generate
        for (i = 1; i < 32; i=i+1) begin : gen_en_ffs
            en_ff u_en_ff (.i_clk(i_clk), .i_rst(i_rst), .i_en(ff_en[i]), .i_wr_data(ff_wr_data), .o_rd_data(mem[i]));
            assign ff_en[i] = (i_rd_wen && (i == i_rd_waddr)) ? 1'b1 : 1'b0;   
        end
    endgenerate
    assign mem[0] = 32'b0;
    assign ff_wr_data = i_rd_wdata;
    generate
        if (BYPASS_EN) begin
            assign o_rs1_rdata = ((i_rd_wen) && (i_rs1_raddr == i_rd_waddr) && (i_rs1_raddr != 5'd0)) ? i_rd_wdata : mem[i_rs1_raddr];
            assign o_rs2_rdata = ((i_rd_wen) && (i_rs2_raddr == i_rd_waddr) && (i_rs2_raddr != 5'd0)) ? i_rd_wdata : mem[i_rs2_raddr];
        end
        else begin
            assign o_rs1_rdata = mem[i_rs1_raddr];
            assign o_rs2_rdata = mem[i_rs2_raddr];
        end
    endgenerate
endmodule
module en_ff
(
    input wire          i_clk,       
    input wire          i_rst,       
    input wire          i_en,        
    input wire  [31:0]  i_wr_data,   
    output wire [31:0]  o_rd_data    
);
    reg         [31:0]  d_ff;        
    always @(posedge i_clk) begin
        if (i_rst) begin
            d_ff <= 32'b0;
        end
        else if (i_en) begin
            d_ff <= i_wr_data;
        end
    end
    assign o_rd_data = d_ff;
endmodule
`default_nettype wire
==> flow/run.sh <==
#!/bin/bash
# OpenROAD 26Q1-2900-gdf79404cd8, Yosys 0.63+post, stock flow scripts
make -C /OpenROAD-flow-scripts/flow DESIGN_CONFIG=/design/flow/config.mk WORK_HOME=/design/flow/orfs finish
==> flow/config.mk <==
export PLATFORM = sky130hd
export DESIGN_NAME = rf
export DESIGN_NICKNAME = rf
export VERILOG_FILES = /design/flow/design.v
export SDC_FILE = /design/flow/constraint.sdc
export NUM_CORES = 4
export LEC_CHECK = 1
export CORE_UTILIZATION = 30
==> flow/constraint.sdc <==
current_design rf

set clk_period 7.0
set clk_io_pct 0.2

create_clock -name clk0 -period $clk_period [get_ports {i_clk}]

set non_clock_inputs [all_inputs -no_clocks]
set_input_delay [expr $clk_period * $clk_io_pct] -clock clk0 $non_clock_inputs
set_output_delay [expr $clk_period * $clk_io_pct] -clock clk0 [all_outputs]
==> impl_metrics.tcl <==
# place-and-route summary
set metrics [dict create \
    fp-utilization_pct 30.2 \
    layout_min_cycle_time_ps 6980 \
    drt-total-wl_um 340000 \
    syn_area_per_cell_um2 7.39 \
    boundaryPins 114 \
    crit_path_max_fanout 20 \
    postCtsSetupRepairBufs 0 \
    number_of_distinct_library_cells_after_synthesis 68 \
    crit_buf_inv 4 \
    grt.met3_usage_pct 26.1 \
    hold_viol 0 \
    regMostFlops "gen_en_ffs.u_en_ff.d_ff" \
    via_per_inst 6.68 \
    leakagePower_uw 0.0184 \
    drt_pre_antenna_iters 8 \
    edf_count 0 \
    postCtsHoldBufs 0 \
    clock_tree_from_tritoncts "built" \
    max_stage_delay_ps 880 \
    r2r-start "gen_en_ffs[24].u_en_ff.d_ff[22]$_SDFFE_PP0P_" \
    final.setup_skew_ps 0 \
    ys.flops 992 \
    die_x_um 401 \
    flop_cell "dfxtp_1" \
    cellPowerDensity_nw_per_um2 232 \
    place.detailed.hpwl_um 214000 \
    period_used_pct 99.7 \
    worst_setup_path_startpoint "i_rs1_raddr[2]" \
    grtUsageMet2_pct 55.0 \
    synth-cells-yosys 6472 \
    drt_drc_violations_left 0 \
    openroad.warnings 45 \
    detail_route.iter0.violations 8494 \
    crit_path_arrival_time_ps 5580 \
    tightest_slew_ps 1440 \
    clock_path_buffers 3 \
    gr-total-overflow 0 \
    synthesis.instances 6472 \
    grt_max_degree 147 \
    fp.coreArea_um2 158000 \
    largest_register_ff_count 992 \
    synth_warnings 2 \
    finalSetupTns_ps 0 \
    netlist_top_cells_area "dfxtp_1 (42%), nand2_1 (16%), a21oi_1 (11%), a22oi_1 (8.8%), clkbuf_1 (4.2%)" \
    num_vias 57415 \
    slew_violations 0 \
    cts-resized-gates 0 \
    setup_violators_final 0 \
    maxCapViolations 0 \
    area_growth_from_synthesis_to_final_layout_pct 17.9 \
    drive_above_1_share_pct 11.2 \
    cpMostUsedCell "clkdlybuf4s50_1" \
    routedWlPerCell_um 39.6 \
    yosysSeqAreaShare_pct 41.5 \
    cp.required_ps 5600 \
    grt_pass1_vias 52231 \
    worst_setup_path_end_kind "primary output" \
    gr-max-usage-layer "met2" \
    final_antenna_net_count 0 \
    post-layout-total-power_uw 13100 \
    place.gp.congestion 1.11 \
    clkSlewWorstSetupHoldPaths_ps 60 \
    synth_area_leader_cell "dfxtp_1" \
    syn-cell-area_um2 47800 \
    max_freq_mhz 143 \
    rows 146 \
    hold_path_startpoint "gen_en_ffs[29].u_en_ff.d_ff[11]$_SDFFE_PP0P_" \
    clk_latency_ps 770 \
    io_buffers 113 \
    status "completed" \
    die_y_um 401 \
    rsz0062_at_grt "false" \
    design.die.area_um2 161000 \
    ir_drop_uv 203 \
    max_stage_delay_cell_worst_path "and2_2" \
    antenna_violations_before_repair 41 \
    grt_first_pass_wirelength_um 452000 \
    yosysTopAreaCellShare_pct 41.5 \
    normalized_max_slew_margin_pct 4.13 \
    largestRegisters "gen_en_ffs.u_en_ff.d_ff (992)" \
    path_class "in2out" \
    async_reset_ff_share_pct 0 \
    holdCritPathClass "reg2reg" \
    h-tree-depth 3 \
    number_of_buffers_created_by_cts 112 \
    crit_path_start_kind "primary input" \
    cts_num_sinks 992 \
    grt_use_total_pct 42.2 \
    largest_delay_share_family_worst_path "simple AND/OR/NAND/NOR gates" \
    global_route.usage.met1_pct 50.9 \
    yosys_area_um2 47800 \
    cts-root-buf "clkbuf_16" \
    critical_path_cell_sequence "clkdlybuf4s50_1, buf_4, nor3b_4, and2_2, buf_12, a21oi_1, nand4_1, or4_1, clkdlybuf4s50_1" \
]
-- Yosys cell counts, drive strengths merged (20+ instances only) --
master,n
clkbuf,538
a2111oi,37
a22o,101
buf,115
or4,41
nor2,78
mux2i,47
a221oi,24
and2,27
mux2,51
and3,123
a32oi,26
nand4,157
a22oi,560
a2bb2oi,20
a21oi,1023
a222oi,20
dfxtp,992
nand3,201
nor3,20
nand2,2081
-- stage by stage --
step           hold slack [ps]  instance area, um2  util, %  setup WS [ps]  instances
5_1_grt                    483               56300     35.5            230       8554
4_1_cts                    468               56300     35.5            318       8551
3_3_place_gp               451               52400     33.1            415       8343
6_report                   467               56400     35.6           22.5       8592
3_5_place_dp               457               52400     33.1            349       8343
2_1_floorplan              440               47800        -           2560       6472
-- final timing paths --
kind | slack (ps) | endpoint | cells past startpoint
max | 20 | o_rs1_rdata[17] | 9
min | 470 | gen_en_ffs[29].u_en_ff.d_ff[11]$_SDFFE_PP0P_ | 2
max reg2reg | 6120 | gen_en_ffs[24].u_en_ff.d_ff[22]$_SDFFE_PP0P_ | 2
min reg2reg | 470 | gen_en_ffs[29].u_en_ff.d_ff[11]$_SDFFE_PP0P_ | 2
-- report_power, final --
group	switching [uW]	internal [uW]
Clock	2720	3610
Sequential	46.0	5690
Combinational	809	188
Total	3580	9490
-- layer usage --
metal / vias up / part of all wire [%]
met3: 1700 / 17
met4: 50 / 8.5
met5: - / 0.22
met2: 5509 / 39
li1: 22764 / -
met1: 27392 / 35
-- logic make-up after synthesis --
group                  after synthesis  share of synthesized area (%)
muxes                               99                           2.23
DFF                                992                           41.5
buffers and inverters              658                           5.58
and+or+nand+nor                   2847                           25.8
AOI/OAI and AO/OA                 1876                           24.8
-- cell type report --
cell class	instances	area, um2
antenna	41	103
clock buffer	159	3260
clock inverter	49	588
fill	16168	102000
inverter	5	18.8
multi-input combinational	4822	25900
sequential	992	19900
tap	2072	2590
timing repair buffer	452	4030
-- placed cells by master, fill, tap and decap left out, types with 10 or more instances in the layout --
cell	instances
nor2_4	41
nand3b_1	13
clkbuf_8	24
a32oi_1	26
nand2b_1	15
a2111oi_0	26
a221oi_1	24
o22ai_1	19
buf_12	29
buf_4	314
mux2i_1	47
nor2_1	29
clkinv_2	21
a22o_1	101
o21ai_0	12
bufinv_16	10
mux2_2	51
clkbuf_16	114
a21oi_1	1023
diode_2	41
clkdlybuf4s50_1	108
and3_1	123
nand2_2	23
a22oi_1	560
nor4_1	16
nand3_1	193
and4_1	18
or4_1	41
and2_2	20
nand2_1	2058
nand4_1	157
a222oi_1	20
a2bb2oi_1	20
clkbuf_1	21
nor2b_1	11
nor3_2	11
dfxtp_1	992
-- worst reg2reg max path: stages, from the launching register on --
cell     delay (ps)
dfxtp_1         550
nand2_1          90
a21oi_1         160
